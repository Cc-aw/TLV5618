===== design.v =====
module tlv5618_driver (
    input clk,
    input rst_n,
    input      [15:0] set_data,
    input             set_go,
    output reg        set_done,
    output reg DAC_cs_n,
    output reg DAC_sclk,
    output reg DAC_din
);
    parameter CLOCK_FREQ = 50_000_000;
    parameter SRCLK_FREQ = 12_500_000;
    parameter MCNT_DIV = CLOCK_FREQ / (SRCLK_FREQ * 2) - 1;
    reg [ 7:0] div_cnt;
    reg [ 5:0] seq_cnt;
    reg        en_div_cnt;
    reg        r_set_go;
    reg [15:0] r_set_data;
    always @(posedge clk or negedge rst_n) begin
        if (~rst_n) begin
            r_set_go <= 0;
        end
        else begin
            r_set_go <= set_go;
        end
    end
    always @(posedge clk or negedge rst_n) begin
        if (~rst_n) begin
            r_set_data <= 16'd0;
        end
        else if (set_go) begin
            r_set_data <= set_data;
        end
        else begin
            r_set_data <= r_set_data;
        end
    end
    always @(posedge clk or negedge rst_n) begin
        if (~rst_n) begin
            div_cnt <= 0;
        end
        else if (en_div_cnt) begin
            if (div_cnt == MCNT_DIV) begin
                div_cnt <= 0;
            end
            else begin
                div_cnt <= div_cnt + 1;
            end
        end
        else begin
            div_cnt <= 0;
        end
    end
    always @(posedge clk or negedge rst_n) begin
        if (~rst_n) begin
            seq_cnt <= 0;
        end
        else if (div_cnt == MCNT_DIV) begin
            if (seq_cnt == 33) begin
                seq_cnt <= 0;
            end
            else begin
                seq_cnt <= seq_cnt + 1;
            end
        end
        else begin
            seq_cnt <= seq_cnt;
        end
    end
    always @(posedge clk or negedge rst_n) begin
        if (~rst_n) begin
            en_div_cnt <= 0;
        end
        else if (set_go) begin
            en_div_cnt <= 1;
        end
        else if ((div_cnt == MCNT_DIV) && (seq_cnt == 33)) begin
            en_div_cnt <= 0;
        end
        else begin
            en_div_cnt <= en_div_cnt;
        end
    end
    always @(posedge clk or negedge rst_n) begin
        if (~rst_n) begin
            set_done <= 0;
        end
        else if ((div_cnt == MCNT_DIV) && (seq_cnt == 33)) begin
            set_done <= 1;
        end
        else begin
            set_done <= 0;
        end
    end
    always @(posedge clk or negedge rst_n) begin
        if (~rst_n) begin
            DAC_sclk <= 1;
            DAC_din  <= 0;
            DAC_cs_n <= 1;
        end
        else if (div_cnt == MCNT_DIV) begin
            case (seq_cnt)
                0: begin
                    DAC_cs_n <= 0;
                    DAC_sclk <= 1;
                    DAC_din  <= r_set_data[15];
                end
                1:  DAC_sclk <= 0;
                2: begin
                    DAC_sclk <= 1;
                    DAC_din  <= r_set_data[14];
                end
                3:  DAC_sclk <= 0;
                4: begin
                    DAC_sclk <= 1;
                    DAC_din  <= r_set_data[13];
                end
                5:  DAC_sclk <= 0;
                6: begin
                    DAC_sclk <= 1;
                    DAC_din  <= r_set_data[12];
                end
                7:  DAC_sclk <= 0;
                8: begin
                    DAC_sclk <= 1;
                    DAC_din  <= r_set_data[11];
                end
                9:  DAC_sclk <= 0;
                10: begin
                    DAC_sclk <= 1;
                    DAC_din  <= r_set_data[10];
                end
                11: DAC_sclk <= 0;
                12: begin
                    DAC_sclk <= 1;
                    DAC_din  <= r_set_data[9];
                end
                13: DAC_sclk <= 0;
                14: begin
                    DAC_sclk <= 1;
                    DAC_din  <= r_set_data[8];
                end
                15: DAC_sclk <= 0;
                16: begin
                    DAC_sclk <= 1;
                    DAC_din  <= r_set_data[7];
                end
                17: DAC_sclk <= 0;
                18: begin
                    DAC_sclk <= 1;
                    DAC_din  <= r_set_data[6];
                end
                19: DAC_sclk <= 0;
                20: begin
                    DAC_sclk <= 1;
                    DAC_din  <= r_set_data[5];
                end
                21: DAC_sclk <= 0;
                22: begin
                    DAC_sclk <= 1;
                    DAC_din  <= r_set_data[4];
                end
                23: DAC_sclk <= 0;
                24: begin
                    DAC_sclk <= 1;
                    DAC_din  <= r_set_data[3];
                end
                25: DAC_sclk <= 0;
                26: begin
                    DAC_sclk <= 1;
                    DAC_din  <= r_set_data[2];
                end
                27: DAC_sclk <= 0;
                28: begin
                    DAC_sclk <= 1;
                    DAC_din  <= r_set_data[1];
                end
                29: DAC_sclk <= 0;
                30: begin
                    DAC_sclk <= 1;
                    DAC_din  <= r_set_data[0];
                end
                31: DAC_sclk <= 0;
                32: begin
                    DAC_sclk <= 1;
                    DAC_din  <= 0;
                end
                33: begin
                    DAC_sclk <= 1;
                    DAC_cs_n <= 1;
                end
                default: begin
                    DAC_sclk <= DAC_sclk;
                    DAC_din  <= DAC_din;
                    DAC_cs_n <= DAC_cs_n;
                end
            endcase
        end
        else begin
            DAC_sclk <= DAC_sclk;
            DAC_din  <= DAC_din;
            DAC_cs_n <= DAC_cs_n;
        end
    end
endmodule

===== run.sh =====
#!/bin/bash
# OpenROAD 26Q1-2900-gdf79404cd8, Yosys 0.63+post, stock flow scripts
make -C /OpenROAD-flow-scripts/flow DESIGN_CONFIG=/design/flow/config.mk WORK_HOME=/design/flow/orfs finish

===== config.mk =====
export PLATFORM = sky130hd
export DESIGN_NAME = tlv5618_driver
export DESIGN_NICKNAME = tlv5618_driver
export VERILOG_FILES = /design/flow/design.v
export SDC_FILE = /design/flow/constraint.sdc
export NUM_CORES = 4
export LEC_CHECK = 1
export CORE_UTILIZATION = 40

===== constraint.sdc =====
current_design tlv5618_driver

set clk_period 2.4
set clk_io_pct 0.2

create_clock -name clk0 -period $clk_period [get_ports {clk}]

set non_clock_inputs [all_inputs -no_clocks]
set_input_delay [expr $clk_period * $clk_io_pct] -clock clk0 $non_clock_inputs
set_output_delay [expr $clk_period * $clk_io_pct] -clock clk0 [all_outputs]

==> impl_metrics.env <==
# yosys + openroad results
export IMPL_status="complete, no violations"
export IMPL_fillCellCount=374
export IMPL_ant_nets=0
export IMPL_cts_root_buf="clkbuf_8"
export IMPL_yosysTopAreaCell="dfrtp_1"
export IMPL_worstMarginPinSlew_ns=0.574
export IMPL_final_max_slew_viol_count=0
export IMPL_cp_num_buf_inv=1
export IMPL_die_height_um=68.7
export IMPL_start_kind="flop"
export IMPL_topCellsByArea="dfrtp_1 (46%), mux2_2 (11%), ha_1 (4.2%), nor2_1 (3.2%), dfstp_2 (3.0%)"
export IMPL_holdBufCountCts=0
export IMPL_core_area_um2=4140
export IMPL_path_cells="inv_1 -> ha_1 -> a41o_1 -> a31oi_1 -> a21bo_1 -> a2111oi_2 -> o41ai_1"
export IMPL_grt_max_degree=36
export IMPL_num_rows=23
export IMPL_yosysWarnings=1
export IMPL_critPathSlowestCell="dfrtp_1"
export IMPL_fmax_mhz=520
export IMPL_rsz0062_at_grt="false"
export IMPL_cellPowerDensity_nw_per_um2=593
export IMPL_cts_setup_buffers=0
export IMPL_maxSlewHeadroom_pct=61.7
export IMPL_syn2layout_area_growth_pct=20.2
export IMPL_grt_pass1_wl_um=5220
export IMPL_wl_met1_um=1580
export IMPL_synth_area_per_cell_um2=11.1
export IMPL_drc=0
export IMPL_n_antenna_cell=0
export IMPL_fin_hold_ws_ns=0.508
export IMPL_cts_sinks=35
export IMPL_crit_type="flop to flop"
export IMPL_irDropWorstVdd_mv=0.536
export IMPL_highest_layer="met4"
export IMPL_io_buffers=22
export IMPL_hp_class="flop to flop"
export IMPL_die_area_um2=4720
export IMPL_vias_per_cell=5.35
export IMPL_ios=23
export IMPL_netlist_area_leader_share_pct=46.4
export IMPL_power_leakage_nw=0.904
export IMPL_initCoreUtil_pct=42.9
export IMPL_finClkSkew_ns=0.00633
export IMPL_routedWlPerCell_um=13.7
export IMPL_drive_gt1_share_pct=18.1
export IMPL_h_tree_depth=2
export IMPL_netlist_instances=160
export IMPL_r2r_start="seq_cnt[0]$_DFFE_PN0P_"
export IMPL_fin_crit_sh_pct=80.2
export IMPL_cp_startpoint="seq_cnt[0]$_DFFE_PN0P_"
export IMPL_hpwl_um=2250
export IMPL_synth_seq_share_pct=49.4
export IMPL_place_gp_congestion=0.772
export IMPL_ys_cells=160
export IMPL_required_ns=2.56
export IMPL_cp_top_family="AND-OR/OR-AND gates"
export IMPL_yosys_register_bits=35
export IMPL_first_pass_iters=4
export IMPL_hold_viol_final=0
export IMPL_synth_edff_count=0
export IMPL_crit_fanout=8
export IMPL_synth_distinct_cells=41
export IMPL_cts_buffers=5
export IMPL_cts_tree="yes"
export IMPL_min_from="r_set_data[4]$_DFFE_PN0P_"
export IMPL_ys_chip_area_um2=1780
export IMPL_met2_length_um=1440
export IMPL_warnings=29
export IMPL_synth_area_um2=1780
export IMPL_cts_resized=0
export IMPL_finalSetupViolCount=0
export IMPL_vias=1242
export IMPL_wl_um=3170
export IMPL_worstPathArrival_ns=2.09
export IMPL_max_cap_viol_count=0
export IMPL_drt_iter0_drc=44
export IMPL_synthArstFlopShare_pct=100
export IMPL_clock_latency_late_pin_ns=0.29
export IMPL_cts_buffer_depth=2
export IMPL_grt_util_all_layers_pct=15.4
export IMPL_synthFlopType="dfrtp_1"
export IMPL_grt_overflow_total=0
export IMPL_antenna_found_initial=0
export IMPL_die_x_um=68.7
export IMPL_cp_end_kind="flop"
export IMPL_clkTransAtPathRegs_ns=0.07
export IMPL_grt_pass1_vias=1134
export IMPL_period_needed_ns=1.92
export IMPL_wl_met3_um=121
export IMPL_critPathMaxStageDelay_ns=0.41
export IMPL_tns_ns=0
-- logic make-up after synthesis --
kind of cell,after synthesis,share of synthesized area (%)
simple gates,51,14.9
flops,35,49.4
compound gates,24,9.99
mux,21,13.1
buf+inv,14,4.01
xor+xnor,9,4.43
fa+ha+maj,6,4.22
-- final timing paths --
kind                                        endpoint  slack, ns  cells past startpoint
min in group asynchronous         set_done$_DFF_PN0_       0.61                      2
max reg2reg                      DAC_din$_DFFE_PN0P_       0.48                      7
min                        r_set_data[4]$_DFFE_PN0P_       0.51                      1
min reg2reg                r_set_data[4]$_DFFE_PN0P_       0.51                      1
max                              DAC_din$_DFFE_PN0P_       0.48                      7
max in group asynchronous       DAC_cs_n$_DFFE_PN1P_       1.46                      2
-- layout by cell type (no fill, tap or decap), drive strengths merged, types with 2 or more instances in the layout --
cell / count
dfrtp: 33
clkdlybuf4s50: 22
mux2: 18
nor2: 15
nand2: 10
nand3: 8
xnor2: 6
ha: 6
clkbuf: 6
o21ai: 6
inv: 4
nand3b: 4
xor2: 3
and3: 3
nand4: 3
a21oi: 3
mux2i: 3
dfstp: 2
and2: 2
a31oi: 2
o31ai: 2
a21o: 2
buf: 2
nor3: 2
-- synth_stat cells, drive strengths merged, types with 2 or more instances --
| master | n |
|---|---|
| o21ai | 6 |
| mux2i | 3 |
| and2 | 2 |
| dfrtp | 33 |
| inv | 4 |
| and3 | 3 |
| nor2 | 15 |
| clkbuf | 4 |
| xor2 | 3 |
| buf | 6 |
| ha | 6 |
| nand3b | 4 |
| a21o | 2 |
| o31ai | 2 |
| xnor2 | 6 |
| dfstp | 2 |
| nand4 | 3 |
| nand3 | 8 |
| a31oi | 2 |
| nor3 | 2 |
| a21oi | 3 |
| nand2 | 10 |
| mux2 | 18 |
-- area by class of cell --
type | count | area [um2] | share of cell area [%]
tap | 50 | 62.6 | 2.93
timing repair buffer | 24 | 235 | 11.0
clock inverter | 2 | 35.0 | 1.64
sequential | 35 | 878 | 41.1
multi-input combinational | 111 | 830 | 38.8
clock buffer | 6 | 82.6 | 3.86
inverter | 4 | 15.0 | 0.702
-- sequential cells by signal, summed over array words and instances, names as in the netlist --
name / flops
DAC_cs_n: 1
DAC_din: 1
DAC_sclk: 1
div_cnt: 8
en_div_cnt: 1
r_set_data: 16
seq_cnt: 6
set_done: 1
-- report_power, final --
part	internal, W	total, W	switching (W)
logic	0.0000621	0.0000936	0.0000316
clock network	0.000336	0.000540	0.000204
registers	0.000619	0.000634	0.0000154
-- worst reg2reg max path, cell delays in order, from the launching register on --
cell and delay [ns]:
dfrtp_1 0.41, inv_1 0.11, ha_1 0.32, a41o_1 0.22
a31oi_1 0.13, a21bo_1 0.23, a2111oi_2 0.30, o41ai_1 0.10
-- layer usage --
layer	GRT usage [%]	up-vias
met1	24.5	613
li1	-	602
met2	22.3	23
met5	0	-
met3	4.67	4
met4	1.79	0
-- metrics by stage --
stage | instances | setup WS (ns) | cell area [um2] | util (%) | total power, W
after floorplan | 160 | 0.582 | 1780 | - | 0.000685
after global placement | 224 | 0.569 | 2020 | 48.8 | 0.000739
after detailed placement | 224 | 0.480 | 2020 | 48.8 | 0.000742
after CTS | 232 | 0.468 | 2140 | 51.6 | 0.00128
after global routing | 232 | 0.328 | 2140 | 51.6 | 0.00133
final | 232 | 0.476 | 2140 | 51.6 | 0.00127
No activity file was given, so power comes from the tool's default toggle rates.
